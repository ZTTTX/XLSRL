==> flow/design.v <==
module uart_transmitter(
  input wire       clk,
  input wire       rst_n,
  input wire [7:0] tx_byte,
  input wire       tx_byte_valid,
  output wire      tx_byte_done_out,
  output wire      tx_out
);
  parameter ClocksPerBaud = 1250;
  localparam CountdownBits = $clog2(ClocksPerBaud);
  localparam CountdownStart = ClocksPerBaud-1;
  localparam
      StateIdle  = 'd0,
      StateStart = 'd1,
      StateFrame = 'd2,
      StateStop  = 'd3;
  localparam StateBits = 2;
  reg                     tx = 1;
  reg                     tx_byte_done = 1;
  reg [StateBits-1:0]     tx_state = StateIdle;
  reg [CountdownBits-1:0] tx_countdown = 0;
  reg [2:0]               tx_bitno = 0;
  reg                     tx_next;
  reg                     tx_byte_done_next;
  reg [StateBits-1:0]     tx_state_next;
  reg [CountdownBits-1:0] tx_countdown_next;
  reg [2:0]               tx_bitno_next;
  assign tx_out           = tx;
  assign tx_byte_done_out = tx_byte_done;
  always @(*) begin   
    tx_state_next = tx_state;
    case (tx_state)
      StateIdle: begin
        if (tx_byte_valid || !tx_byte_done) begin
          tx_state_next = StateStart;
        end
      end
      StateStart: begin
        if (tx_countdown == 0) begin
          tx_state_next = StateFrame;
        end
      end
      StateFrame: begin
        if (tx_countdown == 0 && tx_bitno == 7) begin
          tx_state_next = StateStop;
        end
      end
      StateStop: begin
        if (tx_countdown == 0) begin
          tx_state_next = tx_byte_done ? StateIdle : StateStart;
        end
      end
      default: begin
        tx_state_next     = 1'bX;
      end
    endcase
  end
  always @(*) begin   
    tx_next           = tx;
    tx_byte_done_next = tx_byte_done;
    tx_bitno_next     = tx_bitno;
    tx_countdown_next = tx_countdown;
    case (tx_state)
      StateIdle: begin
        tx_next           = 1;
        tx_bitno_next     = 0;
        tx_countdown_next = CountdownStart;
        tx_byte_done_next = !tx_byte_valid;
      end
      StateStart: begin
        tx_next           = 0;   
        tx_byte_done_next = 0;
        tx_bitno_next     = 0;
        tx_countdown_next = tx_countdown == 0 ? CountdownStart : tx_countdown - 1;
      end
      StateFrame: begin
        tx_next           = tx_byte[tx_bitno];
        tx_byte_done_next = tx_countdown == 0 && tx_bitno == 7;
        tx_bitno_next     = tx_countdown == 0 ? tx_bitno + 1 : tx_bitno;
        tx_countdown_next = tx_countdown == 0 ? CountdownStart : tx_countdown - 1;
      end
      StateStop: begin
        tx_next           = 1;   
        tx_byte_done_next = (tx_byte_done == 0 || tx_byte_valid == 1) ? 0 : 1;
        tx_countdown_next = tx_countdown == 0 ? CountdownStart : tx_countdown - 1;
      end
      default: begin
        tx_next           = 1'bX;
        tx_byte_done_next = 1'bX;
        tx_bitno_next     = 1'bX;
        tx_countdown_next = 1'bX;
      end
    endcase
  end
  always @ (posedge clk) begin
    if (rst_n == 0) begin
      tx           <= 1;
      tx_byte_done <= 1;
      tx_state     <= StateIdle;
      tx_countdown <= 0;
      tx_bitno     <= 0;
    end else begin
      tx           <= tx_next;
      tx_byte_done <= tx_byte_done_next;
      tx_state     <= tx_state_next;
      tx_countdown <= tx_countdown_next;
      tx_bitno     <= tx_bitno_next;
    end
  end
endmodule
==> flow/run.sh <==
#!/bin/bash
# OpenROAD 26Q1-2900-gdf79404cd8, Yosys 0.63+post, stock flow scripts
make -C /OpenROAD-flow-scripts/flow DESIGN_CONFIG=/design/flow/config.mk WORK_HOME=/design/flow/orfs finish
==> flow/config.mk <==
export PLATFORM = sky130hd
export DESIGN_NAME = uart_transmitter
export DESIGN_NICKNAME = uart_transmitter
export VERILOG_FILES = /design/flow/design.v
export SDC_FILE = /design/flow/constraint.sdc
export NUM_CORES = 4
export LEC_CHECK = 1
export CORE_AREA = 10 10 78 78
export DIE_AREA = 0 0 88 88
==> flow/constraint.sdc <==
current_design uart_transmitter

set clk_period 3.9
set clk_io_pct 0.2

create_clock -name clk0 -period $clk_period [get_ports {clk}]

set non_clock_inputs [all_inputs -no_clocks]
set_input_delay [expr $clk_period * $clk_io_pct] -clock clk0 $non_clock_inputs
set_output_delay [expr $clk_period * $clk_io_pct] -clock clk0 [all_outputs]
==> flow_metrics.env <==
# source this file to load flow results
export IMPL_critPathMaxStageDelay_ps=590
export IMPL_hp_class="flip-flop to flip-flop"
export IMPL_grt_max_degree=17
export IMPL_dr_total_vias=798
export IMPL_port_buffers=12
export IMPL_clock_latency_ps=250
export IMPL_leakage_nw=0.4460
export IMPL_slew_viol_final=0
export IMPL_fmax_mhz=470.6
export IMPL_crit_start="tx_countdown[0]"
export IMPL_cts_hold_buffers_added=0
export IMPL_row_count=24
export IMPL_top_area_cell="dfxtp_1"
export IMPL_tool_warnings=28
export IMPL_core_util_floorplan=0.2191
export IMPL_grtUsageTotal=0.05214
export IMPL_reg2reg_from="tx_countdown[0]"
export IMPL_layout_cells_most_common_list="dfxtp_1, clkdlybuf4s50_1, inv_1"
export IMPL_layout_drive_gt1_share=0.06838
export IMPL_clockBufferDepth=2
export IMPL_dp_hpwl_um=1428
export IMPL_cts_resized=0
export IMPL_min_from="tx_countdown[8]"
export IMPL_fin_crit_ps=2125
export IMPL_drt_iter0_markers=46
export IMPL_syn_avg_cell_area_um2=9.300
export IMPL_synth_seq_area_share=0.3726
export IMPL_grt_antenna_before_repair=0
export IMPL_grt_ovfl_total=0
export IMPL_edf_count=0
export IMPL_drt_pass1_iter_count=4
export IMPL_clock_skew_ps=4.246
export IMPL_route_detailed_drc=0
export IMPL_cts_made_buffers=3
export IMPL_hold_viol=0
export IMPL_p_per_area_nw_per_um2=573.5
export IMPL_final_util=0.2704
export IMPL_syn_to_final_growth_pct=23.41
export IMPL_critical_path_max_fanout=8
export IMPL_worst_pin_slew_ps=497.2
export IMPL_die_area_um2=7744
export IMPL_layout_top_cell="dfxtp_1"
export IMPL_synth_distinct_cells=38
export IMPL_worstPathRequired_ps=4040
export IMPL_root_buffer="clkbuf_8"
export IMPL_max_slew_margin=0.6675
export IMPL_core_um2=4414
export IMPL_crit_path_cell_trace="inv_1, ha_1, or4b_1, nor4_4, or3b_1, nor2_1"
export IMPL_synth_top_area_share=0.3726
export IMPL_synth_cell_area_um2=967.2
export IMPL_finalSetupViolCount=0
export IMPL_cp_end_kind="flip-flop"
export IMPL_grt_pass1_wl_um=3484
export IMPL_globalplace_congestion=0.7824
export IMPL_vias_per_cell=4.722
export IMPL_path_clk_slew_ps=60
export IMPL_drt_wirelength_per_cell_um=11.42
export IMPL_ys_dominant_reg_cell="dfxtp_1"
export IMPL_die_x_um=88
export IMPL_placed_area_um2=1139
export IMPL_ys_ff=18
export IMPL_worstPathArrival_ps=2270
export IMPL_ios=13
export IMPL_critical_path_buf_inv_count=1
export IMPL_startpoint_type="flip-flop"
export IMPL_drv_cap=0
export IMPL_topCellsByArea="dfxtp_1, ha_1, xnor2_1"
export IMPL_criticalPathCategory="flip-flop to flip-flop"
export IMPL_cts_setup_buffers=0
export IMPL_final_antenna_net_count=0
export IMPL_grt_pass1_vias=772
export IMPL_yosys_cells=104
export IMPL_crit_slowest_cell="or4b_1"
export IMPL_die_y_um=88
export IMPL_ys_warn_count=1
export IMPL_design_area_um2=1194
export IMPL_cts_sinks=18
export IMPL_antenna_cells=0
export IMPL_vdd_drop_max_mv=0.1472
export IMPL_min_period_over_period=0.5448
export IMPL_fin_setup_tns_ps=0
export IMPL_path_delay_family="simple AND/OR/NAND/NOR gates"
export IMPL_timing_final_ws_setup_ps=1775
export IMPL_cts_tree="built"
export IMPL_async_flop_share=0
export IMPL_status="finished clean"
export IMPL_drt_wl_total_um=1930
export IMPL_yosys_area_um2=967.2
export IMPL_cts_htree_levels=1
export IMPL_pre_cts_ws_ps=1634
export IMPL_netlist_instances=104
export IMPL_rsz0062_at_grt="false"
-- routing by layer --
metal,track usage,up-vias,part of all wire
li1,-,408,-
met1,0.07701,368,0.50
met2,0.07474,18,0.42
met3,0.01123,4,0.054
met4,0.01449,0,0.026
met5,0,-,0
-- flip-flops by register name, summed over array words and instances, names as in the netlist --
name	count
tx_state	2
tx_byte_done	1
tx_bitno	3
tx	1
tx_countdown	11
-- through the flow --
| stage | instances | power [mW] | hold slack [ps] |
|---|---|---|---|
| 2_1_floorplan | 104 | 0.4708 | 436.3 |
| 3_3_place_gp | 165 | 0.5252 | 465.7 |
| 3_5_place_dp | 165 | 0.5348 | 462.7 |
| 4_1_cts | 169 | 0.6887 | 470.8 |
| 5_1_grt | 169 | 0.7399 | 498.6 |
| 6_report | 169 | 0.6846 | 470.0 |
-- cell usage after synthesis, drive strengths merged, types with 2 or more instances --
| cell type | n |
|---|---|
| dfxtp | 18 |
| inv | 9 |
| nor2 | 8 |
| ha | 7 |
| a21boi | 5 |
| a21oi | 5 |
| o21ai | 5 |
| xnor2 | 5 |
| nand2 | 4 |
| nand3 | 4 |
| o211ai | 3 |
| or3 | 3 |
| buf | 2 |
| mux2i | 2 |
| nor3 | 2 |
| nor4 | 2 |
| or4 | 2 |
-- report_power, final --
part | internal [mW] | switching (mW) | leakage (nW)
Clock | 0.0897 | 0.0615 | 0.0288
Combinational | 0.125 | 0.140 | 0.269
Sequential | 0.227 | 0.0408 | 0.148
-- worst min-delay path, stage by stage, from the launching register on --
cell	delay, ps
dfxtp_1	300
o41ai_1	60
a21oi_1	60
-- final cells by class --
| type | count | area (um^2) |
|---|---|---|
| inverters | 9 | 33.78 |
| multi-input cells | 74 | 559.3 |
| repair buffers | 12 | 120.1 |
| flip-flops and latches | 18 | 360.3 |
| clock buffers | 4 | 55.05 |
| well taps | 52 | 65.06 |
| fillers | 437 | 3221 |
-- cell families (layout without fill, tap and decap cells) --
kind of cell               count (synthesis)  after routing  share of synthesized area
buffers and inverters                     12             25                    0.04915
DFF                                       18             18                     0.3726
adders and majority gates                  7              7                    0.09055
AOI/OAI and AO/OA                         27             27                     0.1992
and+or+nand+nor                           32             32                     0.1992
xor gates and xnor gates                   5              5                    0.04528
muxes                                      3              3                    0.04398
-- path summary, 6_finish.rpt --
kind / end / slack, ps / depth (start not counted)
worst max-delay path: tx_countdown[9] / 1780 / 6
worst max register to register: tx_countdown[9] / 1780 / 6
worst min register to register: tx_countdown[8] / 470 / 2
worst min-delay path: tx_countdown[8] / 470 / 2
Power and IR drop assume default switching activity.
