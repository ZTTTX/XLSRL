===== flow/design.v =====
module repeat_byte_4(
  input [7:0] x,
  output [31:0] out
);
  assign out = {{{(x + 8'd1), (x + 8'd2)}, (x + 8'd3)}, (x + 8'd4)};
endmodule

===== flow/run.sh =====
#!/bin/bash
# OpenROAD 26Q1-2900-gdf79404cd8, Yosys 0.63+post, stock flow scripts
make -C /OpenROAD-flow-scripts/flow DESIGN_CONFIG=/design/flow/config.mk WORK_HOME=/design/flow/orfs finish

===== flow/config.mk =====
export PLATFORM = sky130hd
export DESIGN_NAME = repeat_byte_4
export DESIGN_NICKNAME = repeat_byte_4
export VERILOG_FILES = /design/flow/design.v
export SDC_FILE = /design/flow/constraint.sdc
export NUM_CORES = 4
export LEC_CHECK = 1
export CORE_AREA = 10 10 70 70
export DIE_AREA = 0 0 80 80

===== flow/constraint.sdc =====
current_design repeat_byte_4

set clk_period 1.4
set clk_io_pct 0.2

create_clock -name clk0 -period $clk_period

set non_clock_inputs [all_inputs -no_clocks]
set_input_delay [expr $clk_period * $clk_io_pct] -clock clk0 $non_clock_inputs
set_output_delay [expr $clk_period * $clk_io_pct] -clock clk0 [all_outputs]

==> insert_results.sql <==
-- physical implementation figures
INSERT INTO impl_metrics (metric_group, metric, value, unit) VALUES
('outcome', 'outcome', 'finished with violations', ''),
('outcome', 'violations', 'setup timing', ''),
('place', 'buffer_ports.inserted', '40', ''),
('setup_path', 'critical_path_class', 'input port to output pin', ''),
('final_layout', 'finalNonFillerCells', '167', ''),
('die', 'number_of_rows_created_at_floorplan', '21', ''),
('grt', 'gr-total-overflow', '0', ''),
('final_timing', 'maximum_clock_frequency', '666.6', 'MHz'),
('setup_path', 'critPathRequiredTime', '1.12', 'ns'),
('final_layout', 'drive_gt1_share', '61.98', '%'),
('grt', 'number_of_global_route_vias_before_repair', '629', ''),
('yosys', 'post-synth-top-count-cell', 'sky130_fd_sc_hd__xnor2_1', ''),
('grt', 'grt_util_all_layers', '5.915', '%'),
('yosys', 'synthDominantAreaCellType', 'sky130_fd_sc_hd__xnor2_1', ''),
('power_and_ir_drop', 'p_leak', '0.5435', 'nW'),
('place', 'detailedPlacementHpwl', '1571', 'um'),
('final_timing', 'final_critical_path_setup_slack', '-0.1002', 'ns'),
('power_and_ir_drop', 'power_per_cell_area', '283.1', 'nW/um^2'),
('yosys', 'synth.yosys.chip_area', '452.9', 'um^2'),
('yosys', 'syn_avg_cell_area', '7.425', 'um^2'),
('final_layout', 'fillCellCount', '352', ''),
('detailed_routing', 'detail_route.first_pass.iterations', '2', ''),
('final_timing', 'layout_worst_path_cycle_share', '107.2', '%'),
('final_timing', 'final.min_clock_period', '1.500', 'ns'),
('yosys', 'synth_cells', '61', ''),
('detailed_routing', 'met1_wirelength', '893', 'um'),
('hold_path', 'hold_path_class', 'input port to output pin', ''),
('detailed_routing', 'top_layer', 'met3', ''),
('die', 'chip_area', '6400', 'um^2'),
('detailed_routing', 'post_drt_wl_per_cell', '11.72', 'um'),
('grt', 'grt_max_degree', '7', ''),
('setup_path', 'critPathMaxFanout', '5', ''),
('setup_path', 'worst-endpoint-arrival', '1.22', 'ns'),
('yosys', 'yosys_warnings', '0', ''),
('detailed_routing', 'antennaDiodeCount', '0', ''),
('cts', 'post_cts_hold_buffer_count', '0', ''),
('yosys', 'post_synth_instance_area', '452.9', 'um^2'),
('final_timing', 'rsz_0062_raised_after_global_routing', 'yes', ''),
('die', 'fp-utilization', '13.26', '%'),
('setup_path', 'worstSetupStartpointType', 'input port', ''),
('yosys', 'register_area_share_after_synthesis', '0', '%'),
('detailed_routing', 'wl_met3', '132', 'um'),
('final_timing', 'slew_headroom', '86.85', '%'),
('die', 'die_height', '80', 'um'),
('run', 'max_cap_violations', '0', ''),
('yosys', 'top_area_cells_in_the_synthesized_netlist', 'sky130_fd_sc_hd__xnor2_1, sky130_fd_sc_hd__ha_1, sky130_fd_sc_hd__xor2_1, sky130_fd_sc_hd__buf_4, sky130_fd_sc_hd__nand4_1', ''),
('final_timing', 'hold_viol_final', '0', ''),
('grt', 'number_of_antenna_violations_at_the_first_check_in_global_routing', '0', ''),
('final_layout', 'ff_count', '0', ''),
('final_layout', 'design_area', '1175', 'um^2'),
('final_layout', 'synthToLayoutAreaGrowth', '159.4', '%'),
('place', 'post_detailed_placement_cell_area', '965.9', 'um^2'),
('yosys', 'yosys_cells', '61', ''),
('die', 'boundaryPins', '40', ''),
('place', 'gpl.final_weighted_congestion', '0.8387', ''),
('place', 'post-place-cells', '155', ''),
('final_timing', 'setup_violations', '6', ''),
('power_and_ir_drop', 'ir_drop', '0.1113', 'mV'),
('detailed_routing', 'via_per_inst', '3.563', ''),
('die', 'floorplan.die.width', '80', 'um'),
('detailed_routing', 'finalWirelength', '1957', 'um'),
('grt', 'grt_first_pass_wirelength', '3098', 'um'),
('final_timing', 'timing_worst_slew_pin_value', '0.1972', 'ns'),
('yosys', 'synth_largest_type_area_fraction', '27.07', '%'),
('detailed_routing', 'antenna_violating_nets_post_route', '0', ''),
('detailed_routing', 'detail_route.drc_violations', '0', ''),
('yosys', 'synthTopCellsByCount', 'sky130_fd_sc_hd__xnor2_1, sky130_fd_sc_hd__xor2_1, sky130_fd_sc_hd__ha_1', ''),
('setup_path', 'setup.worst_path.end_class', 'output pin', ''),
('detailed_routing', 'wl_met2', '931', 'um'),
('run', 'tool_warnings', '37', ''),
('final_layout', 'clkbuf_count', '0', ''),
('yosys', 'post_synth_cell_types', '16', ''),
('final_timing', 'fin_tns_setup', '-0.2766', 'ns'),
('detailed_routing', 'dr_total_vias', '595', ''),
('final_timing', 'final-max-slew-violation-count', '0', ''),
('die', 'core', '3416', 'um^2'),
('final_layout', 'area.sequential', '0', 'um^2'),
('detailed_routing', 'detail_route.iter0.violations', '7', '');
## path summary, 6_finish.rpt
check             startpoint  endpoint  slack [ns]  cells past startpoint
setup / recovery        x[1]   out[13]       -0.10                      8
hold / removal          x[3]    out[3]        0.85                      3
## cells by family after synthesis
kind of cell             synth area share [%]
AND/OR/NAND/NOR                         22.10
AND-OR/OR-AND                           2.210
adder cells (fa/ha/maj)                 16.57
XOR/XNOR                                40.61
buffers and inverters                   18.51
## per-layer routing
layer / global-route usage [%] / vias to the layer above
met4: 0 / 0
met3: 1.591 / 0
li1: - / 311
met5: 0 / -
met1: 7.662 / 266
met2: 10.11 / 18
## critical path, stage by stage
cell	delay, ns
sky130_fd_sc_hd__buf_8	0.10
sky130_fd_sc_hd__buf_8	0.12
sky130_fd_sc_hd__buf_6	0.11
sky130_fd_sc_hd__ha_4	0.17
sky130_fd_sc_hd__a21oi_2	0.13
sky130_fd_sc_hd__nor2_2	0.05
sky130_fd_sc_hd__xor2_1	0.13
sky130_fd_sc_hd__buf_2	0.12
## power by group
part	total (mW)	switching [mW]	internal [mW]
Combinational	0.333	0.120	0.212
Sequential	0	0	0
Clock	0	0	0
## cells in the final DEF, fill, tap and decap left out, types with 2 or more instances in the layout
master                             n
sky130_fd_sc_hd__buf_12            2
sky130_fd_sc_hd__nand4_1           4
sky130_fd_sc_hd__a21oi_2           2
sky130_fd_sc_hd__nand2_1           2
sky130_fd_sc_hd__inv_4             2
sky130_fd_sc_hd__nand2_2           3
sky130_fd_sc_hd__xnor2_1          11
sky130_fd_sc_hd__ha_4              6
sky130_fd_sc_hd__buf_6             6
sky130_fd_sc_hd__xnor2_2           3
sky130_fd_sc_hd__nor2_2            3
sky130_fd_sc_hd__clkdlybuf4s50_1   8
sky130_fd_sc_hd__buf_2            17
sky130_fd_sc_hd__buf_8             3
sky130_fd_sc_hd__inv_1             3
sky130_fd_sc_hd__buf_4            21
sky130_fd_sc_hd__dlygate4sd2_1     7
sky130_fd_sc_hd__xor2_1            7
## layout make-up
cell class	count	area (um^2)	area share [%]
Inverter	5	23.77	2.023
Multi-Input combinational cell	48	521.8	44.41
Tap cell	46	57.56	4.899
Timing Repair Buffer	68	571.8	48.67
## per-stage QoR
| stage | power (mW) | hold slack, ns | utilization (%) | setup slack [ns] |
|---|---|---|---|---|
| 2_1_floorplan | 0.08625 | 0.5691 | - | 0.2160 |
| 3_3_place_gp | 0.3014 | 1.558 | 28.28 | -0.9055 |
| 3_5_place_dp | 0.3013 | 1.565 | 28.28 | -0.9178 |
| 4_1_cts | 0.3202 | 0.9974 | 32.64 | -0.08719 |
| 5_1_grt | 0.3670 | 0.8751 | 34.40 | -0.1540 |
| 6_report | 0.3326 | 0.8540 | 34.40 | -0.1002 |
## repair_timing
action / CTS / global route
gates resized: 123 / 17
pin swaps: 18 / 6
hold endpoints to repair: 0 / 0
buffers inserted: 11 / 1
cloned: 0 / 0
setup endpoints to repair: 32 / 16
Power and IR drop assume default switching activity.
