==> design.v <==
module uart_receiver(
    input wire        clk,
    input wire        rst_n,
    input wire        rx,
    input wire        rx_byte_done,
    output wire       clear_to_send_out,
    output wire [7:0] rx_byte_out,
    output wire       rx_byte_valid_out
);
  parameter ClocksPerBaud = 1250;
  localparam QuarterBaud   = (ClocksPerBaud >> 2);
  localparam CountdownStart = QuarterBaud-1;
  localparam CountdownBits = $clog2(ClocksPerBaud >> 1);
  localparam
    StateIdle              = 'd0,
    StateStart             = 'd1,
    StateData              = 'd2,
    StateStop              = 'd3,
    StateInconsistentError = 'd4,
    StateClobberError      = 'd5,
    StateStopBitError      = 'd6;
  localparam StateBits = 3;
  reg [StateBits-1:0]     state         = StateIdle;
  reg [2:0]               samples       = 0;
  reg [1:0]               sample_count  = 0;
  reg [2:0]               data_bitno    = 0;
  reg [CountdownBits-1:0] rx_countdown  = 0;
  reg [7:0]               rx_byte       = 0;
  reg                     rx_byte_valid = 0;
  reg [StateBits-1:0]     state_next;
  reg [2:0]               samples_next;
  reg [1:0]               sample_count_next;
  reg [2:0]               data_bitno_next;
  reg [CountdownBits-1:0] rx_countdown_next;
  reg [7:0]               rx_byte_next;
  reg                     rx_byte_valid_next;
  assign clear_to_send_out =
    (state == StateIdle || state == StateStop) && (rx_byte_valid == 0) && (rx == 1);
  assign rx_byte_out       = rx_byte;
  assign rx_byte_valid_out = rx_byte_valid;
  wire ready_to_transition;
  assign ready_to_transition = rx_countdown == 0 && sample_count == 3;
  wire samples_consistent;
  assign samples_consistent = &(samples) == |(samples);
  always @(*) begin   
    state_next = state;
    case (state)
      StateIdle: begin
        if (rx == 0) begin
          state_next = rx_byte_valid ? StateClobberError : StateStart;
        end
      end
      StateStart: begin
        if (rx_countdown == 0 && sample_count == 3) begin
          state_next = samples_consistent ? StateData : StateInconsistentError;
        end
      end
      StateData: begin
        if (rx_countdown == 0 && sample_count == 3) begin
          if (!samples_consistent) begin
            state_next = StateInconsistentError;
          end else if (data_bitno == 7) begin
            state_next = StateStop;
          end else begin
            state_next = StateData;
          end
        end
      end
      StateStop: begin
        if (rx_countdown == 0 && sample_count == 3) begin
          if (&(samples) != 1) begin
            state_next = StateStopBitError;
          end else if (rx == 0) begin
            state_next = StateStart;
          end else begin
            state_next = StateIdle;
          end
        end
      end
      StateInconsistentError,StateClobberError,StateStopBitError: begin
      end
      default: begin
        state_next = 3'hX;
      end
    endcase
  end
  always @(*) begin   
    samples_next       = samples;
    sample_count_next  = sample_count;
    data_bitno_next    = data_bitno;
    rx_countdown_next  = rx_countdown;
    rx_byte_next       = rx_byte;
    rx_byte_valid_next = rx_byte_valid;
    case (state)
      StateIdle: begin
        samples_next = 0;
        sample_count_next = 0;
        rx_countdown_next = CountdownStart;
        data_bitno_next = 0;
        rx_byte_valid_next = rx_byte_valid && !rx_byte_done;
      end
      StateStart: begin
        if (rx_countdown == 0) begin
          samples_next[sample_count] = rx;
          sample_count_next = sample_count + 1;
          rx_countdown_next = CountdownStart;
        end else begin
          rx_countdown_next = rx_countdown - 1;
        end
        rx_byte_next = 0;
        data_bitno_next = 0;
      end
      StateData: begin
        if (rx_countdown == 0) begin
          if (sample_count == 3) begin
            rx_byte_next = {samples[0], rx_byte[7:1]};
            rx_byte_valid_next = data_bitno == 7 && samples_consistent;
            data_bitno_next = data_bitno + 1;
            sample_count_next = 0;
          end else begin
            samples_next[sample_count] = rx;
            sample_count_next = sample_count + 1;
          end
          rx_countdown_next = CountdownStart;
        end else begin
          rx_countdown_next = rx_countdown - 1;
        end
      end
      StateStop: begin
        rx_byte_valid_next = rx_byte_valid == 0 || rx_byte_done ? 0 : 1;
        data_bitno_next = 0;
        if (rx_countdown == 0) begin
          samples_next[sample_count] = rx;
          sample_count_next = sample_count + 1;
          rx_countdown_next = CountdownStart;
        end else begin
          rx_countdown_next = rx_countdown - 1;
        end
      end
      StateInconsistentError,StateClobberError,StateStopBitError: begin
        rx_byte_next = 'hff;
        rx_byte_valid_next = 0;
      end
      default: begin
        samples_next       = 'hX;
        sample_count_next  = 'hX;
        data_bitno_next    = 'hX;
        rx_countdown_next  = 'hX;
        rx_byte_next       = 'hX;
        rx_byte_valid_next = 'hX;
      end
    endcase
  end
  always @ (posedge clk) begin
    if (rst_n == 0) begin
      state         <= StateIdle;
      samples       <= 0;
      sample_count  <= 0;
      data_bitno    <= 0;
      rx_countdown  <= 0;
      rx_byte       <= 0;
      rx_byte_valid <= 0;
    end else begin
      state         <= state_next;
      samples       <= samples_next;
      sample_count  <= sample_count_next;
      data_bitno    <= data_bitno_next;
      rx_countdown  <= rx_countdown_next;
      rx_byte       <= rx_byte_next;
      rx_byte_valid <= rx_byte_valid_next;
    end
  end
endmodule
==> run.sh <==
#!/bin/bash
# OpenROAD 26Q1-2900-gdf79404cd8, Yosys 0.63+post, stock flow scripts
make -C /OpenROAD-flow-scripts/flow DESIGN_CONFIG=/design/flow/config.mk WORK_HOME=/design/flow/orfs finish
==> constraint.sdc <==
current_design uart_receiver

set clk_period 4.6
set clk_io_pct 0.2

create_clock -name clk0 -period $clk_period [get_ports {clk}]

set non_clock_inputs [all_inputs -no_clocks]
set_input_delay [expr $clk_period * $clk_io_pct] -clock clk0 $non_clock_inputs
set_output_delay [expr $clk_period * $clk_io_pct] -clock clk0 [all_outputs]
==> config.mk <==
export PLATFORM = sky130hd
export DESIGN_NAME = uart_receiver
export DESIGN_NICKNAME = uart_receiver
export VERILOG_FILES = /design/flow/design.v
export SDC_FILE = /design/flow/constraint.sdc
export NUM_CORES = 4
export LEC_CHECK = 1
export CORE_UTILIZATION = 30
==> results.py <==
# Flow results
metrics = {
    "die": {
        "core_util_floorplan_pct": 31.0,
        "die_h_um": 80.0,
        "row_count": 28,
        "core_sq_mm": 0.00589,
        "io_pins": 14,
        "chip_area_sq_mm": 0.00640,
        "die_x_um": 80.0,
    },
    "clock_network": {
        "clk_latency_ns": 0.28,
        "cts_made_buffers": 5,
        "cts_root_buf": "clkbuf_8",
        "cts_tree": "yes",
        "cts.sinks": 30,
        "h-tree-depth": 2,
        "postCtsHoldBufs": 0,
        "clk_pin_slew_ns": 0.06,
        "post_cts_resized": 0,
        "clockBufferDepth": 2,
        "cts_post_setup_buffers_inserted": 0,
    },
    "timing": {
        "skew_ns": 0.00885,
        "finalSetupTns_ns": 0,
        "final.min_clock_period_ns": 3.00,
        "tightest_slew_ns": 0.693,
        "grt_setup_unrepaired": "no",
        "slew_headroom_pct": 53.7,
        "hold_viol_final": 0,
        "slew_violations": 0,
        "fin_crit_sh_pct": 65.2,
        "finalSetupViolCount": 0,
        "max_freq_ghz": 0.334,
    },
    "run_status": {
        "status": "completed",
    },
    "synth": {
        "ys_types": 60,
        "synth_top_cell_by_area": "dfxtp_1",
        "synth_chip_area_sq_mm": 0.00182,
        "syn_inst": 212,
        "top_cells_by_count": "dfxtp_1, o21ai_0, a21oi_1, nand2_1, nor2_1",
        "synth_seq_share_pct": 32.9,
        "area_leaders": "dfxtp_1, o21ai_0, o211a_1",
        "async_reset_ff_share_pct": 0,
        "top_area_share_pct": 32.9,
        "edf_count": 0,
        "ff_type": "dfxtp_1",
        "yosysMostFrequentCell": "dfxtp_1",
        "ys_warn_count": 1,
        "synth_area_per_cell_sq_um": 8.60,
        "synth_area_sq_mm": 0.00182,
        "numSynthFlops": 30,
        "ys_cells": 212,
    },
    "placement": {
        "dp_hpwl_mm": 2.69,
        "io_buffers": 13,
        "gp_congestion": 0.855,
        "dpl.cell_count": 290,
        "place_area_sq_mm": 0.00201,
    },
    "job": {
        "cap_viol_max_count": 0,
        "tool_warnings": 28,
    },
    "layout": {
        "syn2layout_area_growth_pct": 16.0,
        "final_area_sq_mm": 0.00212,
        "drive_above_1_share_pct": 9.87,
        "fin_util_pct": 35.9,
        "stdcell_count": 298,
    },
    "drt": {
        "num_vias": 1615,
        "drt_first_pass_iters": 4,
        "wl_per_cell_um": 13.5,
        "antenna_left": 0,
        "n_antenna_cell": 0,
        "drtIter0Drc": 116,
        "finalWirelength_mm": 4.03,
        "drc": 0,
        "via_per_inst": 5.42,
    },
    "power_and_ir_drop": {
        "leakagePower_nw": 0.856,
        "vdd_drop_max_v": 0.000311,
        "power.density_mw_per_mm2": 666,
    },
    "global_route": {
        "grt_pass1_vias": 1496,
        "grt_pass1_wl_mm": 7.17,
        "use_met1_pct": 22.3,
        "grt_max_degree": 40,
        "grt_antenna_before_repair": 0,
        "met2_usage_pct": 20.7,
        "busiest_layer": "met1",
        "overflow": 0,
        "grt_usage_pct": 14.1,
        "gr-usage-met3_pct": 2.09,
    },
    "setup_path": {
        "crit_path_end_kind": "output port",
        "cp-start-kind": "input pin",
        "arrival_ns": 2.08,
        "crit_fanout": 5,
        "path_class": "in -> out",
        "cp.required_ns": 3.68,
    },
    "min_path": {
        "holdCritPathClass": "reg -> reg",
    },
}
-- flip-flops by register name, summed over array words and instances (netlist names) --
register and count:
rx_countdown 10, rx_byte_valid 1, sample_count 2, samples 3, state 3, rx_byte 8, data_bitno 3
-- critical path, stage by stage --
cell	delay (ns)
clkdlybuf4s50_1	0.54
and3_1	0.17
clkdlybuf4s50_1	0.44
-- power breakdown --
part	total, W	internal, W	switching [W]
clock network	0.000261	0.000162	0.0000990
registers	0.000478	0.000350	0.000128
logic	0.000670	0.000339	0.000332
total	0.00141	0.000851	0.000559
-- final timing paths --
check / endpoint / cells past startpoint / start / slack [ns]
setup reg to reg: sample_count[0] / 5 / state[0] / 2.55
hold reg to reg: data_bitno[1] / 2 / data_bitno[1] / 0.46
hold / removal: data_bitno[1] / 2 / data_bitno[1] / 0.46
setup / recovery: clear_to_send_out / 3 / rx / 1.60
-- through the flow --
step	hold slack (ns)	setup WS [ns]	power [W]
floorplan	0.438	2.66	0.000938
global placement	0.452	1.60	0.00115
detailed placement	0.457	1.59	0.00115
CTS	0.468	1.59	0.00142
global route	0.494	1.56	0.00153
finish	0.462	1.60	0.00141
-- area by class of cell --
| cell class | count | area [sq um] |
|---|---|---|
| Inverter | 9 | 33.8 |
| Fill cell | 609 | 3770 |
| Clock inverter | 1 | 30.0 |
| Clock buffer | 7 | 76.3 |
| Timing Repair Buffer | 16 | 153 |
| Multi-Input combinational cell | 160 | 1130 |
| Tap cell | 75 | 93.8 |
| Sequential cell | 30 | 601 |
-- cells by family (layout without fill, tap and decap cells) --
family                   count (synthesis)  count (layout)  synth area share (%)
buffers and inverters                   22              33                  5.21
multiplexers                             5               5                  2.74
AND-OR/OR-AND                           82              82                  31.3
XOR/XNOR                                 1               1                 0.480
flip-flops                              30              30                  32.9
adder cells (fa/ha/maj)                  7               7                  4.80
AND/OR/NAND/NOR                         65              65                  22.6
-- layout by cell type, fill, tap and decap left out, drive strengths merged, types with 2 or more instances in the layout --
cell and count:
o21a 3, nand4 2, nand2b 2, o21ai 23, nand4b 2, o221a 2, and3 4, nor2 10
clkdlybuf4s50 13, nand2 15, buf 3, a31oi 3, nand3 6, ha 7, a211oi 2, or3b 2
o211ai 4, dfxtp 30, a21boi 3, nor4b 2, a21oi 15, inv 9, or4 2, nor3b 2
a311oi 2, clkbuf 7, a32o 3, nor3 4, or3 2, a2111oi 2, o31ai 2, o211a 9
nor2b 3, mux2i 5
-- layer usage --
| metal | vias up | wire length, um | share of wire (%) |
|---|---|---|---|
| met5 | - | 0 | 0 |
| met4 | 0 | 61 | 1.5 |
| met3 | 9 | 163 | 4.0 |
| met2 | 32 | 1700 | 42 |
| met1 | 746 | 2100 | 52 |
| li1 | 828 | - | - |
No activity file was given, so power comes from the tool's default toggle rates.
