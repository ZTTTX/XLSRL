==> /design/flow/design.v <==
module add1_8b(
  input [7:0] x,
  output [7:0] out
);
  assign out = (x + 8'd1);
endmodule
==> /design/flow/run.sh <==
#!/bin/bash
# OpenROAD 26Q1-2900-gdf79404cd8, Yosys 0.63+post, stock flow scripts
make -C /OpenROAD-flow-scripts/flow DESIGN_CONFIG=/design/flow/config.mk WORK_HOME=/design/flow/orfs finish
==> /design/flow/config.mk <==
export PLATFORM = sky130hd
export DESIGN_NAME = add1_8b
export DESIGN_NICKNAME = add1_8b
export VERILOG_FILES = /design/flow/design.v
export SDC_FILE = /design/flow/constraint.sdc
export NUM_CORES = 4
export LEC_CHECK = 1
export CORE_AREA = 10 10 70 70
export DIE_AREA = 0 0 80 80
==> /design/flow/constraint.sdc <==
current_design add1_8b

set clk_period 1.3
set clk_io_pct 0.2

create_clock -name clk0 -period $clk_period

set non_clock_inputs [all_inputs -no_clocks]
set_input_delay [expr $clk_period * $clk_io_pct] -clock clk0 $non_clock_inputs
set_output_delay [expr $clk_period * $clk_io_pct] -clock clk0 [all_outputs]
==> reports/summary.txt <==
endpoint class of the critical path: output pin
setup TNS: 0 ps
Yosys chip area: 116 um2
antenna-violating nets left: 0
placed instance count: 84
Unique cell types: 10
hold depth: 4
# Cells Yosys: 16
cell depth of the worst setup path: 5
Non-Filler Instances: 87
core area: 0.00342 mm2
# rows: 21
number of diodes: 0
unrepaired setup endpoints after global routing: true
Slew Limit Fails: 0
DRC violations left: 0
Setup CP Type: input port to output pin
chip height: 80 um
Area growth syn-to-layout: 267%
design area: 427 um2
WHS Endpoint: out[5]
outcome: complete, no violations
Achievable Freq: 788 MHz
Hold Path Class: input port to output pin
registers: 0
fin crit share: 97.7%
Max-area cell share: 22.6%
crit path cell chain: buf_6, ha_4, buf_4, xor2_1, dlygate4sd2_1
fp util: 3.41%
yosys warns: 0
Relative slew margins: 91.3%
post-synth top area cell: xnor2_1
Vias/cell: 2.25
Worst EP arrival: 1010 ps
min cycle time layout: 1270 ps
Ports: 16
final hold violations: 0
LEAKAGE: 0.188 nW
initial antenna violation count: 0
Global Route Usage Sum: 1.87%
pin count of the biggest net entering global routing: 5
VDD IR max: 0.0000266 V
WHS: 894 ps
Mapped Cells: 16
filler cell count: 401
tool warnings: 34
synthesized area per cell: 7.27 um2
Avg WL per Cell: 7.52 um
post-synthesis sequential area ratio: 0%
Gate Area: 159 um2
Top delay family on crit path: buffers and inverters
largest cells by area after synthesis: xnor2_1 (23%), xor2_1 (23%), ha_1 (11%), nand3_1 (8.6%), nand3_2 (8.6%)
Vias: 196
Placed Area: 379 um2
Port Buffers: 16
critical path buffer and inverter count: 3
CP peak stage delay: 230 ps
vias in the first global route: 194
hold_sp: x[5]
Required @ worst endpoint: 1040 ps
TritonRoute pass-1 iters: 3
Final HPWL DP: 543 um
Crit-path slowest cell: dlygate4sd2_1
Reg area: 0 um2
Worst-Margin Slew: 131 ps
Core Util, Final: 12.5%
CP max FO: 3
PwrDens: 244 mW/mm2
die x size: 80 um
Mapped Area: 116 um2
setup violators final: 0
GPL Wtd Cong: 0.718
GRT overflow: 0
Max Cap Violations: 0
first-pass GRT wire length: 959 um
Die Size: 0.00640 mm2
most frequent cells in the layout: buf_4 (7), buf_2 (6), dlygate4sd2_1 (5), buf_6 (4)
initial drt markers: 5
Routed WL: 654 um
layout cells sized above 1: 58.5%
clock buffers: 0
crit start category: input port
Top cell excl fill/tap: buf_4
## per-layer routing
metal | vias up | track usage [%] | part of all wire (%)
met4 | 0 | 0 | 0
met1 | 81 | 2.37 | 43
met5 | - | 0 | 0
met3 | 0 | 0.455 | 14
met2 | 10 | 3.29 | 44
li1 | 105 | - | -
## repair_timing
action                                  in CTS  in global routing
cloned                                       0                  0
buffers inserted                             2                  1
endpoints found under the setup margin       8                  5
gates resized                               44                 15
hold buffers                                 0                  0
pin swaps                                    6                  4
## worst max-delay path by stage
stage         slack, ps  from  endpoint
CTS                 -10  x[4]    out[6]
global route        -50  x[0]    out[7]
finish               30  x[1]    out[2]
## layout make-up
type               count  share of cell area [%]
repair buffers        25                    48.4
well taps             46                    13.5
multi-input cells     15                    37.2
inverters              1                   0.880
## cell usage after synthesis
library cell / count
ha_1: 1
nor2_1: 1
nor3_2: 1
xnor2_1: 3
nand3_2: 1
and3_1: 1
nand2_1: 2
nand3_1: 2
inv_1: 1
xor2_1: 3
## through the flow
stage	setup WS [ps]	total power, W
floorplan	387	0.0000158
global placement	-749	0.000103
detailed placement	-755	0.000102
CTS	-9.91	0.0000948
global route	-52.3	0.000115
finish	30.2	0.000104
## tightest hold or removal path, stage by stage
cell and delay, ps:
buf_2 110, buf_4 100, xor2_1 50, buf_2 110
## kinds of logic (layout without fill, tap and decap cells)
family	Yosys count	after routing	share of synthesized area, %
adders and majority gates	1	1	10.8
buffers and inverters	1	26	3.22
xor gates and xnor gates	6	6	45.2
and+or+nand+nor	8	8	40.9
## power breakdown
| part | switching (W) | internal, W | total, W |
|---|---|---|---|
| logic | 0.0000365 | 0.0000678 | 0.000104 |
| clock network | 0 | 0 | 0 |
| registers | 0 | 0 | 0 |
No activity file was given, so power comes from the tool's default toggle rates.
